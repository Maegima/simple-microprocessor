===== config.mk =====
export PLATFORM = sky130hd
export DESIGN_NAME = memoriaDeDados
export DESIGN_NICKNAME = memoriaDeDados
export VERILOG_FILES = /design/flow/design.v
export SDC_FILE = /design/flow/constraint.sdc
export NUM_CORES = 4
export LEC_CHECK = 1
export CORE_UTILIZATION = 50

===== constraint.sdc =====
current_design memoriaDeDados

set clk_period 2.1
set clk_io_pct 0.2

create_clock -name clk0 -period $clk_period [get_ports {read_clock}]
create_clock -name clk1 -period $clk_period [get_ports {write_clock}]

set non_clock_inputs [all_inputs -no_clocks]
set_input_delay [expr $clk_period * $clk_io_pct] -clock clk0 $non_clock_inputs
set_output_delay [expr $clk_period * $clk_io_pct] -clock clk0 [all_outputs]

===== design.v =====
module memoriaDeDados
#(parameter DATA_WIDTH=32, parameter ADDR_WIDTH=4)
(
	input [31:0] data,
	input [(ADDR_WIDTH-1):0] read_addr, write_addr,
	input we, read_clock, write_clock,
	output reg [(DATA_WIDTH-1):0] q
);
	reg [DATA_WIDTH-1:0] ram[2**ADDR_WIDTH-1:0];
	always @ (negedge write_clock)
	begin
		if (we)
				ram[write_addr] <= data;
	end
	always @ (posedge read_clock)
	begin
		q <= ram[read_addr];
	end
endmodule

===== run.sh =====
#!/bin/bash
# OpenROAD 26Q1-2900-gdf79404cd8, Yosys 0.63+post, stock flow scripts
make -C /OpenROAD-flow-scripts/flow DESIGN_CONFIG=/design/flow/config.mk WORK_HOME=/design/flow/orfs finish

==> ci_impl_report.md <==
### Metrics collected by this job

| Metric | Value |
|---|---|
| Initial antenna violation count | `0` |
| CTS tree | `yes` |
| Ys flops | `544` |
| Drt initial violations | `579` |
| Diode count | `0` |
| Core footprint | `38900 um2` |
| FF+latch area | `16000 um2` |
| Die Wd | `201 um` |
| Hold_buf cts | `0` |
| Hold_ws | `0.830 ns` |
| Tool warnings | `541` |
| Clock slew at reported path FFs | `0.08 ns` |
| Hold path startpoint | `read_addr[1]` |
| Top cells by area | `edfxtp_1, mux4_2, dfxtp_1` |
| Yosys chip area | `19800 um2` |
| Synth unique cells | `18` |
| DRC Markers | `0` |
| Comb gate area | `4030 um2` |
| First-pass GRT wire length | `80000 um` |
| I/O pin count | `75` |
| Proportion of layout cells with a drive suffix above 1 | `30.0%` |
| R2r worst-path depth | `4` |
| Status | `finished with violations` |
| Setup TNS | `-102.16 ns` |
| Worst Hold End | `q[5]` |
| Grt total ovfl | `0` |
| Antenna Nets Post-Route | `0` |
| Post-synth top area cell | `edfxtp_1` |
| Finished Cell Area | `28600 um2` |
| Max-cap viol count | `0` |
| Critical Path Start Type | `flip-flop` |
| Most numerous logic cells after layout | `inv_1, edfxtp_1, mux4_2` |
| Largest net degree at the start of global routing | `43` |
| Wire length per cell | `25.5 um` |
| Hold path depth | `5` |
| Post-DP HPWL | `26300 um` |
| Failing checks | `negative setup slack` |
| Setup violators final | `544` |
| Gate Count Post-Synth | `839` |
| Reg2Reg Launch Point | `ram[11][16]` |
| Yosys warning count | `1` |
| Pre-Place Util | `51.0%` |
| Drt pass-1 iters | `5` |
| # rows | `72` |
| Number of global-route vias before repair | `14200` |
| WL final | `56400 um` |
| Dpl ws | `-1.16 ns` |
| Die H | `201 um` |
| Synthesized area | `19800 um2` |
| Area delta synth->final | `44.2%` |
| Syn avg cell area | `23.6 um2` |
| Full die area | `40500 um2` |
| CP Max Fanout | `1` |
| P_leak | `11.6 nW` |
| Crit Reg-Reg Endpoint | `q[16]` |
| Most instantiated logic cell after routing | `inv_1` |
| Ys cells | `839` |
| Nature of the critical path endpoint | `flip-flop` |
| Utilization after layout | `73.5%` |
| Worst reg2reg setup slack | `-0.68 ns` |
| Worst path arrival time | `3.00 ns` |
| Vias per Instance | `5.44` |
| Max-area cell share | `77.5%` |
| RSZ-0062 raised after global routing | `true` |
| Area post-placement | `22500 um2` |
| Seq share, synth | `80.7%` |
| Fillcell total | `2110` |
| Final Max Tran Viols | `0` |
| CTS Sinks | `544` |
| Rel. slew slack | `33.0%` |
| VDD IR-drop max | `0.780 mV` |
| Power Dens Cells | `1010 nW/um2` |
| Vias | `12000` |
| Setup ws final | `-0.680 ns` |
| Fin. Hold Viols | `0` |
| Req. time, crit path | `2.32 ns` |
| All-Layer GR Usage | `31.4%` |
| Worst Tran Pin Value | `1.00 ns` |
| RePlAce Congestion | `0.831` |
| CP Class | `flip-flop to flip-flop` |
| Port-buffer cells | `73` |
| Worst min-delay path category | `input port to flip-flop` |
cells by family after synthesis:
group,after synthesis,share of synthesized area [%]
buffers and inverters,44,1.05
AND-OR/OR-AND,64,2.42
flip-flops,544,80.7
multiplexers,128,14.5
AND/OR/NAND/NOR,59,1.27
through the flow:
| step | total power, mW | instances |
|---|---|---|
| 2_1_floorplan | 14.4 | 839 |
| 3_3_place_gp | 15.2 | 1500 |
| 3_5_place_dp | 15.3 | 1500 |
| 4_1_cts | 29.2 | 2195 |
| 5_1_grt | 30.6 | 2209 |
| 6_report | 29.0 | 2209 |
power by group:
group	switching [mW]	total (mW)	internal [mW]	leakage (nW)
Sequential	0.0746	12.3	12.2	4.89
Combinational	0.826	1.66	0.838	2.97
Clock	6.87	15.0	8.14	3.76
Total	7.77	29.0	21.2	11.6
synth_stat cells:
master,count
buf_1,9
nand2b_1,2
buf_2,8
a22oi_1,64
nor2_1,13
mux4_2,128
clkbuf_1,17
buf_4,9
inv_1,1
and2_1,1
nand3_1,1
nand3b_1,2
nor2b_1,2
nor3_1,4
or3b_2,1
edfxtp_1,512
dfxtp_1,32
nand2_1,33
layout make-up:
| class | instances | area share, % |
|---|---|---|
| timing repair buffer | 279 | 13.7 |
| tap | 518 | 2.27 |
| clock buffer | 63 | 5.32 |
| sequential | 544 | 56.0 |
| clock inverter | 554 | 8.68 |
| multi-input combinational | 251 | 14.1 |
how the worst max path moves through the flow:
stage               start    end  slack [ns]  depth (start not counted)
finish        ram[11][16]  q[16]       -0.68                          4
global route   ram[3][28]  q[28]       -0.73                          3
CTS            ram[8][14]  q[14]       -0.66                          4
metal layers:
metal / GRT usage (%) / wire (um)
met1: 38.9 / 17500
met2: 39.4 / 26000
met3: 31.1 / 11500
met4: 10.8 / 1310
met5: 3.69 / 145
critical path: stages (launching register included):
cell and delay [ns]:
edfxtp_1 0.40, mux4_2 0.52, a22oi_2 0.20, buf_6 0.15, nand2_4 0.05
flip-flops by register name, indices dropped and copies added (netlist names):
name,count
q,32
ram,512
what timing repair did:
action / in CTS / in global routing
cloned: 38 / 16
setup buffers: 50 / 16
pin swaps: 14 / 24
gates resized: 145 / 66
setup endpoints to repair: 544 / 535
Power figures rest on the tool's default switching activity, not on a simulated workload.
